<file path="config.mk">
export PLATFORM = sky130hd
export DESIGN_NAME = fpaddsub
export DESIGN_NICKNAME = fpaddsub
export VERILOG_FILES = /design/flow/design.v
export SDC_FILE = /design/flow/constraint.sdc
export NUM_CORES = 4
export LEC_CHECK = 1
export CORE_UTILIZATION = 30
</file>
<file path="run.sh">
#!/bin/bash
# OpenROAD 26Q1-2900-gdf79404cd8, Yosys 0.63+post, stock flow scripts
make -C /OpenROAD-flow-scripts/flow DESIGN_CONFIG=/design/flow/config.mk WORK_HOME=/design/flow/orfs finish
</file>
<file path="design.v">
module fpaddsub(c,a,b);
input[31:0] a,b; 
output reg [31:0] c; 
reg [7:0] exp_a,exp_b; 
reg signed [7:0] exp_diff; 
reg [7:0] exp_c;
reg [23:0] mant_a,mant_b; 
reg [23:0] mant_c;  
reg sign_a,sign_b,sign_c,carry;  
integer i,count;
reg[1:0] z;
always@(a or b)
begin:add
carry=0;
count=0;
c=32'b0;
exp_a = a[30:23];
exp_b = b[30:23];
sign_a = a[31];
sign_b = b[31];
mant_a = {1'b1,a[22:0]};
mant_b = {1'b1,b[22:0]};
exp_diff =exp_a - exp_b;
	if(exp_diff <0) 
	begin
        mant_a = mant_a >>(-1*exp_diff);
	exp_c = exp_b;
        end
	else
	begin
	mant_b = mant_b >> exp_diff;  
	exp_c = exp_a;
        end
if(sign_a^sign_b)
begin
if(exp_diff>=0)
begin 
if(mant_a>mant_b)
begin mant_c=mant_a-mant_b;end 
else begin mant_c=mant_b-mant_a; end 
end
else 
begin
if(mant_a>mant_b)begin mant_c=mant_a-mant_b;end 
else begin mant_c=mant_b-mant_a; end 
end
if(exp_diff>0) sign_c=sign_a;
else if(exp_diff==0) begin sign_c=(mant_a>mant_b)?sign_a:sign_b; end
else sign_c=sign_b;
end
else
begin
{carry,mant_c} = mant_a + mant_b;
if(carry==1) begin exp_c=exp_c+1;mant_c={carry,mant_c[23:1]}; end
if(exp_diff>0) sign_c=sign_a;
else if(exp_diff==0) begin sign_c=(mant_a>mant_b)?sign_a:sign_b; end
else sign_c=sign_b;
end
z=mant_c[23];
for(i=0; i< 24; i=i+1)
begin
case(z)
2'b00:begin
mant_c=mant_c<<1;
z=mant_c[23];
count=count+1;
end
2'b01:begin
mant_c=mant_c<<1;
z=2'b10;
count=count+1;
end
default:z=2'b10;
endcase
end
count=count-1;
exp_c=exp_c-count;
c={sign_c,exp_c,mant_c[23:1]};
end
endmodule
</file>
<file path="constraint.sdc">
current_design fpaddsub

set clk_period 72.7
set clk_io_pct 0.2

create_clock -name clk0 -period $clk_period

set non_clock_inputs [all_inputs -no_clocks]
set_input_delay [expr $clk_period * $clk_io_pct] -clock clk0 $non_clock_inputs
set_output_delay [expr $clk_period * $clk_io_pct] -clock clk0 [all_outputs]
</file>
==> flow_metrics.py <==
# Generated from Yosys and OpenROAD reports
metrics = {
    "status": {
        "outcome": "finished, final reports clean",
    },
    "die": {
        "row_count": 80,
        "die_y_um": 224,
        "io_pins": 96,
        "fp_util_pct": 30.7,
        "die_w_um": 224,
        "coreArea_um2": 48100,
        "chip_area_um2": 50200,
    },
    "yosys": {
        "yosys_cells": 2266,
        "ys_sh_aoi_pct": 35.0,
        "mux_area_share_pct": 10.7,
        "postSynthSeqShare_pct": 0,
        "synthCells": 2266,
        "yosysTopAreaCell": "ha_1",
        "area_leaders": "ha_1 (10%), nand2_1 (6.4%), mux2i_1 (6.3%), a21oi_1 (6.3%), nor2_1 (5.9%)",
        "synth-area-yosys_um2": 14800,
        "synth_area_um2": 14800,
        "xor_area_share_pct": 6.50,
        "synth_cell_types": 118,
        "adder_share_pct": 10.7,
        "top_cell_area_share_pct": 9.98,
        "postSynthAreaPerCell_um2": 6.53,
        "logic_family": "AND-OR/OR-AND gates",
        "synth_warnings": 1,
        "ys_sh_simple_pct": 30.1,
    },
    "setup_path": {
        "cp_num_buf_inv": 8,
        "slowest_delay_ns": 0.59,
        "crit_path_top_delay_cell": "ha_1",
        "crit_path_start_kind": "input pin",
        "endpoint_kind": "output pin",
        "crit_family": "adder cells",
        "arrival_ns": 34.98,
        "path_common_cell": "ha_1",
        "crit_type": "input pin to output pin",
        "critPathRequiredTime_ns": 58.16,
        "critPathMaxFanout": 37,
    },
    "timing": {
        "final-setup-viol-count": 0,
        "slew_viol_final": 0,
        "maxSlewHeadroom_pct": 43.2,
        "hold_viol_final": 0,
        "hold_slack_ns": 30.43,
        "final.min_clock_period_ns": 49.52,
        "timing.setup.tns_ns": 0,
        "max_clock_freq_mhz": 20.2,
        "fin_ws_ns": 23.18,
        "worst_pin_slew_ns": 0.844,
        "grt_setup_unrepaired": "no",
        "period_used_pct": 68.1,
    },
    "finish": {
        "lay_top_count": "nand2_1",
        "synthToLayoutAreaGrowth_pct": 10.5,
        "flops": 0,
        "layoutNonFillerInstCount": 2922,
        "fin_area_um2": 16300,
        "fillers": 5241,
        "clkbuf_count": 0,
        "post-route-util_pct": 33.9,
        "layout_top_cells": "nand2_1 (254), nor2_1 (231), a21oi_1 (185)",
        "drive_gt1_share_pct": 8.21,
        "flop_area_um2": 0,
    },
    "global_route": {
        "track_usage_pct": 24.1,
        "grt_antenna_before_repair": 1,
        "globalRouteOverflowTotal": 0,
        "grt_pass1_wl_mm": 95.6,
        "first_global_vias": 16600,
        "grt_max_degree": 62,
    },
    "power_and_ir_drop": {
        "cellPowerDensity_nw_per_um2": 36.4,
        "p_sw_share_pct": 61.9,
        "clockPowerShare_pct": 0,
        "seqPwrFrac_pct": 0,
        "p_int_mw": 0.226,
        "switchingPower_mw": 0.369,
        "combPwrFrac_pct": 100.0,
        "power_mw": 0.595,
        "p_leak_nw": 6.24,
        "peakVddDrop_v": 0.0000158,
    },
    "placement": {
        "placed_area_um2": 16300,
        "dp_worst_setup_slack_ns": 23.38,
        "dpl.hpwl_mm": 49.4,
        "finalWeightedCongestion": 1.01,
        "port_buffers": 96,
        "dp.cells": 2922,
    },
    "detailed_routing": {
        "wl_per_cell_um": 20.7,
        "ant_nets": 0,
        "dr.pass1.iters": 6,
        "vias_per_cell": 6.04,
        "wl_mm": 60.5,
        "initialDrtViolationCount": 1768,
        "num_vias": 17600,
        "num_antenna_cells": 0,
        "drc": 0,
    },
    "cts": {
        "cts.repair.resized": 0,
        "cts_hold_buf": 0,
        "cts_post_setup_buffers_inserted": 0,
    },
    "flow_run": {
        "maxCapViolCount": 0,
        "log.warning_count": 78,
    },
    "hold_path": {
        "min_path_type": "input pin to output pin",
    },
}
## power groups by stage
stage                 Combinational (mW)  Sequential, mW  Clock [mW]
final                              0.595               0           0
after global routing               0.649               0           0
after CTS                          0.585               0           0
## per-layer routing
layer	up-vias	wire [um]	track usage [%]
li1	8473	-	-
met1	8312	27400	34.5
met2	750	27800	39.2
met3	99	3710	2.02
met4	2	1560	5.61
met5	-	11	0
## logic make-up (layout without fill, tap and decap cells)
family / after synthesis / after routing
multiplexers: 134 / 134
buffers and inverters: 257 / 257
adder cells (fa/ha/maj): 124 / 124
XOR/XNOR: 91 / 91
AND/OR/NAND/NOR: 907 / 907
AND-OR/OR-AND: 753 / 753
## path summary, 6_finish.rpt
| check | startpoint | end | depth (start not counted) |
|---|---|---|---|
| min | b[31] | c[31] | 3 |
| max | a[23] | c[30] | 86 |
## worst min-delay path, delay by kind of cell
kind | cells | cell delay [ns]
buf+inv | 2 | 0.98
mux | 1 | 0.37
## Yosys cell counts, types with 31 or more instances
cell / instances
nor2_1: 232
o211ai_1: 35
a211oi_1: 54
buf_2: 31
ha_1: 118
o21ai_0: 136
nand2_1: 254
nand3_1: 89
xnor2_1: 52
nor3_1: 80
and2_1: 34
inv_1: 114
clkbuf_1: 89
a21oi_1: 185
mux2i_1: 93
## layout make-up
cell class,instances,area (um2),share of cell area (%)
well taps,656,821,5.02
repair buffers,141,1300,7.95
multi-input cells,2009,13800,84.4
inverters,116,435,2.67
Power is estimated from default activity; no workload was simulated.
